==> flow/design.v <==
module wb_stage(clk, reset, membus, wbbus, wb_dst);
  input clk, reset;
  input [73:0] membus;
  output [37:0] wbbus;
  output [4:0] wb_dst;
  reg [37:0] wbbus;
  reg [4:0] wb_dst;
  wire membus_valid;
  wire [3:0] membus_op;
  wire [5:0] membus_dst;
  wire [31:0] membus_res;
  wire [31:0] membus_memres;
  reg wbbus_valid;
  reg [4:0] wbbus_dst;
  reg [31:0] wbbus_data;
  assign membus_valid = membus[73];
  assign membus_op = membus[72:69];
  assign membus_dst = membus[68:64];
  assign membus_res = membus[63:32];
  assign membus_memres = membus[31:0];
  always @(*) begin
    if (membus_valid)
      wb_dst <= membus_dst;
    else
      wb_dst <= 0;
  end
  always @(*) begin
    wbbus_valid <= 0;
    wbbus_dst <= 0;
    wbbus_data <= 0;
    if (membus_valid) begin
      if ((membus_op[3]==1'b0)||(membus_op==4'b1000)) begin
        wbbus_valid <= 1'b1;
        wbbus_dst <= membus_dst;
        wbbus_data <= (membus_op==4'b1000)? membus_memres:membus_res;
      end
    end
  end
  always @(*) begin
    wbbus[37] <= wbbus_valid;
    wbbus[36:32] <= wbbus_dst;
    wbbus[31:0] <= wbbus_data;
  end
endmodule
==> flow/run.sh <==
#!/bin/bash
# OpenROAD 26Q1-2900-gdf79404cd8, Yosys 0.63+post, stock flow scripts
make -C /OpenROAD-flow-scripts/flow DESIGN_CONFIG=/design/flow/config.mk WORK_HOME=/design/flow/orfs finish
==> flow/config.mk <==
export PLATFORM = sky130hd
export DESIGN_NAME = wb_stage
export DESIGN_NICKNAME = wb_stage
export VERILOG_FILES = /design/flow/design.v
export SDC_FILE = /design/flow/constraint.sdc
export NUM_CORES = 4
export LEC_CHECK = 1
export CORE_AREA = 10 10 70 70
export DIE_AREA = 0 0 80 80
==> flow/constraint.sdc <==
current_design wb_stage

set clk_period 9.6
set clk_io_pct 0.2

create_clock -name clk0 -period $clk_period

set non_clock_inputs [all_inputs -no_clocks]
set_input_delay [expr $clk_period * $clk_io_pct] -clock clk0 $non_clock_inputs
set_output_delay [expr $clk_period * $clk_io_pct] -clock clk0 [all_outputs]
==> results.txt <==
Here are the numbers from the latest Yosys + OpenROAD run.

The run finished with clean final reports. The routed wire length on met3 is 648 um. The category of cells accounting for the largest share of critical-path delay is buffers and inverters. The report lists the number of standard-cell rows as 21. The met1 routed wirelength after detailed routing came out at 1595 um. The critical path goes through clkdlybuf4s50_1 -> and2_4 -> a32o_2 -> clkdlybuf4s50_1. After detailed routing, the number of remaining DRC violations is 0. Hold is met by 4.784 ns. The count of cell types in the netlist came out at 14. The detail route stage leaves a number of antenna-violating nets equal to 0. The mean area per synthesized cell is 9.458 um2. The total global routing overflow came out at 0.

The port buffer count is 117. After detailed routing, the total wire length is 3836 um. The number of vias per cell came out at 4.722. On the critical path, the stage with the largest delay is an instance of sky130_fd_sc_hd__clkdlybuf4s50_1. The arrival time reported for the critical path endpoint is 3.65 ns. The post-synthesis cell count is 59. The Yosys warning count came out at 1. The leakage component of the power was reported as 0.6614 nW. The cell depth of the worst min-delay path came out at 3. The tightest slew margin relative to the limit is 0.7720. Pins over their slew limit in the final report were tallied at 0. STA classifies the critical path startpoint as an input pin.

The data required time at the worst endpoint is 7.68 ns. The max-cap violation count is 0. Detailed routing inserted a total of 1001 vias. In this run the cell area measured after placement is 1704 um2. The post-route clock period utilization is 0.5806. The filler cells instantiated in the layout total 322. The delay contributed by the slowest stage of the critical path came out at 0.60 ns. The total area inside the core boundary comes to 3416 um2. The worst path in the final design needs a cycle of 5.574 ns, including I/O delays and setup. The initial antenna violation count came out at 0. The number of post-CTS setup repair buffers is 0. Across all setup checks in the final design, the least slack found is 4.026 ns. After routing, the total negative slack on setup checks comes to 0 ns. The worst hold path startpoint is membus[67].

The highest ir drop seen on vdd came out at 0.01899 mV. Looking at the hold checks, the worst path lands on wb_dst[3]. Per the OpenROAD floorplan log, the area of the die is 6400 um2. After clock tree synthesis, the repair step resized 0 gates. The share of synthesized area occupied by flip-flops and latches is 0.

The post-synthesis cell area came out at 558.0 um2. The number of cells in the yosys synthesis report is 59. According to the timing report, the critical path is launched from membus[72].

The final count of negative-setup-slack endpoints is 0. The number of primary I/O pins came out at 119. Timing analysis after detailed placement gives a worst setup slack of 4.026 ns.

The number of logic stages on the critical path including buffering is 4. The cell type with the highest aggregate area in the netlist is sky130_fd_sc_hd__a32o_2. 0 antenna diodes ended up in the layout.

The pin count of the biggest net entering global routing is 33. The total iterations of the first detailed-routing run is 4. The total global-route track usage is 0.1072. The number of global-route vias before repair is 1094.

The routed length on met2 came out at 1593 um. The top fanout value on the critical path came out at 32. According to the floorplan report, the die height is 80 um. The number of warnings reported in the stage logs is 34. The finished cells cover 1704 um2. The starting utilization of the core area is 0.1634. The wire length of the first global-routing pass is 5658 um. The startpoint-to-endpoint class of the critical path is in -> out. The clock tree buffer count of the final layout came out at 0. In this build the clock could be raised as far as 0.1794 GHz. The highest routed metal layer is met3. For this run the detailed placement stage logged an HPWL of 3140 um. Setup repair after global routing left no endpoint under its margin.

The kind of end point of the critical path is an output port. There are 0 flip-flops and latches. The chip area line in the Yosys stat output reads 558.0 um2.

The number of buffers and inverters on the critical path came out at 2. The timing report shows the most common cell along the critical path to be sky130_fd_sc_hd__clkdlybuf4s50_1. The layout cell share with drive strength beyond 1 is 0.1446. The transition time recorded at the tightest slew-check pin is 0.3420 ns.

The average wire length per cell after detail routing is 18.09 um. According to the floorplan report, the die width is 80 um. Per the gpl log, the routability congestion estimate is 0.8105.

The path category of the worst min-delay check is in -> out. By area the synthesized netlist is led by sky130_fd_sc_hd__a32o_2 (36%), sky130_fd_sc_hd__a32o_1 (25%), sky130_fd_sc_hd__a21boi_0 (8.1%), sky130_fd_sc_hd__buf_8 (8.1%), sky130_fd_sc_hd__and2_1 (4.5%). The finished layout reports a core utilization of 0.4989.

The number of design-rule violations left by the first detailed-router iteration is 37. The area used by sequential logic in the layout came out at 0 um2. The script computed a power per unit cell area of 36.52 nW/um2.

The number of buffers inserted by hold repair at cts is 0. In the final report, the number of hold violations comes to 0. Relative to the synthesized area, the layout overhead comes to 205.4%.

Of the post-synthesis cell area, the dominant cell type holds 0.3632.
through the flow:
| step | power (mW) | instances |
|---|---|---|
| after global placement | 0.06261 | 212 |
| after global routing | 0.06713 | 212 |
| final | 0.06224 | 212 |
| after detailed placement | 0.06272 | 212 |
| after floorplan | 0.01514 | 59 |
| after CTS | 0.06340 | 212 |
power breakdown:
group / internal [mW] / switching [mW]
Sequential: 0 / 0
Combinational: 0.0472 / 0.0151
Clock: 0 / 0
per-layer routing:
metal	up-vias	track usage
li1	485	-
met1	442	0.1288
met2	74	0.1653
met3	0	0.07159
met4	0	0
met5	-	0
cells by family after synthesis:
| logic type | Yosys count | share of synthesized area |
|---|---|---|
| and+or+nand+nor | 9 | 0.1144 |
| buffers and inverters | 12 | 0.1906 |
| AOI/OAI and AO/OA | 38 | 0.6950 |
cell usage after synthesis, drive strengths merged:
library cell	n
or3	1
and2	6
nor2b	1
buf	11
a32o	32
nor3	1
a21boi	6
clkbuf	1
how the worst max path moves through the flow:
| stage | endpoint | slack, ns |
|---|---|---|
| 6_report | wbbus[4] | 4.03 |
| 5_1_grt | wbbus[0] | 3.89 |
| 4_1_cts | wbbus[4] | 4.02 |
layout by cell type, fill, tap and decap left out:
master	count
sky130_fd_sc_hd__a32o_2	18
sky130_fd_sc_hd__and2_1	4
sky130_fd_sc_hd__or3_1	1
sky130_fd_sc_hd__nor2b_2	1
sky130_fd_sc_hd__a32o_1	14
sky130_fd_sc_hd__buf_4	2
sky130_fd_sc_hd__a21boi_0	6
sky130_fd_sc_hd__clkdlybuf4s50_1	117
sky130_fd_sc_hd__and2_4	1
sky130_fd_sc_hd__and2_2	1
sky130_fd_sc_hd__nor3_4	1
cell type report:
type	instances	area, um2	share of cell area
multi-input combinational	47	460.4	0.2702
tap	46	57.56	0.03377
timing repair buffer	119	1186	0.6960
Power and IR drop assume default switching activity.
