--- ./config.mk ---
export PLATFORM = sky130hd
export DESIGN_NAME = decode_stage
export DESIGN_NICKNAME = decode_stage
export VERILOG_FILES = /design/flow/design.v
export SDC_FILE = /design/flow/constraint.sdc
export NUM_CORES = 4
export LEC_CHECK = 1
export CORE_UTILIZATION = 30
--- ./constraint.sdc ---
current_design decode_stage

set clk_period 47.1
set clk_io_pct 0.2

create_clock -name clk0 -period $clk_period [get_ports {clk}]

set non_clock_inputs [all_inputs -no_clocks]
set_input_delay [expr $clk_period * $clk_io_pct] -clock clk0 $non_clock_inputs
set_output_delay [expr $clk_period * $clk_io_pct] -clock clk0 [all_outputs]
--- ./design.v ---
module decode_stage(clk, reset, inst, ex_dst, mem_dst, wb_dst, wbbus, ctrbus, idbus);
  input clk, reset;
  input [31:0] inst;
  input [4:0] ex_dst, mem_dst, wb_dst;
  input [37:0] wbbus;
  output [105:0] idbus;
  output [34:0] ctrbus;
  reg [105:0] idbus;
  reg kill;
  wire wbbus_valid;
  wire [4:0] wbbus_dst;
  wire [31:0] wbbus_data;
  reg idbus_valid;
  wire [3:0] idbus_op;
  reg [4:0] idbus_dst;
  wire [31:0] idbus_r1;
  wire [31:0] idbus_r2;
  reg [31:0] idbus_imm;
  reg ctrbus_valid;
  reg ctrbus_brch;
  reg ctrbus_kill;
  reg [31:0] ctrbus_addr;
  assign wbbus_valid = wbbus[37];
  assign wbbus_dst = wbbus[36:32];
  assign wbbus_data = wbbus[31:0];
  reg [31:0] saved_inst;
  reg saved;
  always @(posedge clk) begin
    if (reset) begin
      saved <= 1'b0;
      saved_inst <= 0;
    end else begin
      if (ctrbus_valid) begin
        saved <= 1'b0;
        saved_inst <= 0;
      end else if (!saved) begin
        saved <= 1'b1;
        saved_inst <= inst;
      end
    end
  end
  reg [31:0] cur_inst;
  always @(*) begin
    if (!saved)
      cur_inst <= inst;
    else
      cur_inst <= saved_inst;
  end
  reg [4:0] reg_addr1, reg_addr2;
  always @(*) begin
    if (cur_inst[31:28]==4'b1011 || cur_inst[31:28]==4'b1100 ||
        cur_inst[31:28]==4'b1101 || cur_inst[31:28]==4'b1110 || cur_inst[31:28]==4'b1111) begin
      reg_addr1 <= cur_inst[27:23];
      reg_addr2 <= 0;
      idbus_dst <= 0;
      idbus_imm <= {9'b000000000, cur_inst[22:0]};
    end else if (cur_inst[31:28]==4'b1001) begin
      reg_addr1 <= cur_inst[27:23];
      reg_addr2 <= cur_inst[22:18];
      idbus_dst <= 0;
      idbus_imm <= {{15{cur_inst[17]}}, cur_inst[16:0]};
    end else if (cur_inst[31:28]==4'b0100 || cur_inst[31:28]==4'b0101 ||
        cur_inst[31:28]==4'b0110 || cur_inst[31:28]==4'b0111 || cur_inst[31:28]==4'b1000) begin
      reg_addr1 <= cur_inst[22:18];
      reg_addr2 <= 0;
      idbus_dst <= cur_inst[27:23];
      idbus_imm <= {{15{cur_inst[17]}}, cur_inst[16:0]};
    end else if (cur_inst[31:28]==4'b0001 || cur_inst[31:28]==4'b0010 ||
        cur_inst[31:28]==4'b0011) begin
      reg_addr1 <= cur_inst[22:18];
      reg_addr2 <= cur_inst[17:13];
      idbus_dst <= cur_inst[27:23];
      idbus_imm <= 0;
    end else if (cur_inst[31:28]==4'b1010) begin
      reg_addr1 <= 0;
      reg_addr2 <= 0;
      idbus_dst <= 0;
      idbus_imm <= {4'b0000, cur_inst[27:0]};
    end else begin
      reg_addr1 <= 0;
      reg_addr2 <= 0;
      idbus_dst <= 0;
      idbus_imm <= 0;
    end
  end
  register_file registers(.clk(clk), .reset(reset), .rin1(reg_addr1), .rout1(idbus_r1),
  .rin2(reg_addr2), .rout2(idbus_r2), .we(wbbus_valid), .waddr(wbbus_dst), .win(wbbus_data));
  assign idbus_op = cur_inst[31:28];
  reg reset_over;
  always @(posedge clk) begin
    if (reset)
      reset_over <= 0;
    else
      reset_over <= 1;
  end
  always @(*) begin
    if (reset_over) begin
      ctrbus_valid <= 1'b1;
    end else begin
      ctrbus_valid <= 1'b0;
    end
    if (cur_inst[31:28]==4'b1011 || cur_inst[31:28]==4'b1100 ||
        cur_inst[31:28]==4'b1101 || cur_inst[31:28]==4'b1110 || cur_inst[31:28]==4'b1111) begin
       if ((cur_inst[27:23]!=0)&&((cur_inst[27:23]==ex_dst)||(cur_inst[27:23]==mem_dst)||(cur_inst[27:23]==wb_dst)))
         ctrbus_valid <= 1'b0;
    end else if (cur_inst[31:28]==4'b1001) begin
      if (((cur_inst[27:23]!=0)&&((cur_inst[27:23]==ex_dst)||(cur_inst[27:23]==mem_dst)||(cur_inst[27:23]==wb_dst)))||
          ((cur_inst[22:18]!=0)&&((cur_inst[22:18]==ex_dst)||(cur_inst[22:18]==mem_dst)||(cur_inst[22:18]==wb_dst))))
         ctrbus_valid <= 1'b0;
    end else if (cur_inst[31:28]==4'b0100 || cur_inst[31:28]==4'b0101 ||
        cur_inst[31:28]==4'b0110 || cur_inst[31:28]==4'b0111 || cur_inst[31:28]==4'b1000) begin
      if ((cur_inst[22:18]!=0)&&((cur_inst[22:18]==ex_dst)||(cur_inst[22:18]==mem_dst)||(cur_inst[22:18]==wb_dst)))
         ctrbus_valid <= 1'b0;
    end else if (cur_inst[31:28]==4'b0001 || cur_inst[31:28]==4'b0010 || cur_inst[31:28]==4'b0011) begin
      if (((cur_inst[22:18]!=0)&&((cur_inst[22:18]==ex_dst)||(cur_inst[22:18]==mem_dst)||(cur_inst[22:18]==wb_dst)))||
          ((cur_inst[17:13]!=0)&&((cur_inst[17:13]==ex_dst)||(cur_inst[17:13]==mem_dst)||(cur_inst[17:13]==wb_dst))))
         ctrbus_valid <= 1'b0;
    end
  end
  always @(*) begin
    ctrbus_brch <= 1'b0;
    ctrbus_addr <= 32'h00000000;
    if (cur_inst[31:28]==4'b1010) begin
      ctrbus_brch <= 1'b1;
      ctrbus_addr <= {4'b0000, cur_inst[27:0]};
      ctrbus_kill <= 1'b1;
    end else if (cur_inst[31:28]==4'b1011 || cur_inst[31:28]==4'b1100 ||
        cur_inst[31:28]==4'b1101 || cur_inst[31:28]==4'b1110 || cur_inst[31:28]==4'b1111) begin
          if ((cur_inst[27:23]!=ex_dst)&&(cur_inst[27:23]!=mem_dst)&&(cur_inst[27:23]!=wb_dst)) begin
            case(cur_inst[31:28])
              4'b1011:begin
                  if (idbus_r1==0) begin
                    ctrbus_brch <= 1'b1;
                    ctrbus_addr <= {9'b000000000, cur_inst[22:0]};
                    ctrbus_kill <= 1'b1;
                  end
                end
              4'b1100:begin
                  if (idbus_r1[31]==0&&idbus_r1[30:0]!=0) begin
                    ctrbus_brch <= 1'b1;
                    ctrbus_addr <= {9'b000000000, cur_inst[22:0]};
                    ctrbus_kill <= 1'b1;
                  end
                end
              4'b1101:begin
                  if (idbus_r1[31]==1) begin
                    ctrbus_brch <= 1'b1;
                    ctrbus_addr <= {9'b000000000, cur_inst[22:0]};
                    ctrbus_kill <= 1'b1;
                  end
                end
              4'b1110:begin
                  if (idbus_r1[31]==0) begin
                    ctrbus_brch <= 1'b1;
                    ctrbus_addr <= {9'b000000000, cur_inst[22:0]};
                    ctrbus_kill <= 1'b1;
                  end
                end
              4'b1101:begin
                  if (idbus_r1[31]==1||idbus_r1==0) begin
                    ctrbus_brch <= 1'b1;
                    ctrbus_addr <= {9'b000000000, cur_inst[22:0]};
                    ctrbus_kill <= 1'b1;
                  end
                end
            endcase
          end
    end
  end
  always @(posedge clk) begin
    if (reset)
      idbus_valid <= 0;
    else
      idbus_valid <= ctrbus_valid;
  end
  assign ctrbus[34] = ctrbus_valid;
  assign ctrbus[33] = ctrbus_brch;
  assign ctrbus[32] = ctrbus_kill;
  assign ctrbus[31:0] = ctrbus_addr;
  always @(*) begin
    if (reset) begin
      ctrbus_kill <= 0;
    end
  end
  always @(posedge clk) begin
    if (reset) begin
      idbus <= 0;
    end else if (ctrbus_kill) begin
      ctrbus_kill <= 0;
    end else begin
      idbus[105] <= (!reset)&(ctrbus_valid);
      idbus[104:101] <= idbus_op;
      idbus[100:96] <= idbus_dst;
      idbus[95:64] <= idbus_r1;
      idbus[63:32] <= idbus_r2;
      idbus[31:0] <= idbus_imm;
    end
  end
endmodule
module register_file(clk, reset, rin1, rout1, rin2, rout2, we, waddr, win);
  input clk, reset, we;
  input [4:0] rin1, rin2, waddr;
  input [31:0] win;
  output [31:0] rout1, rout2;
  reg [31:0] R[31:0];
  assign rout1 = R[rin1];
  assign rout2 = R[rin2];
  integer i;
  always @(posedge clk)
    begin
      if (reset)
        for (i = 0; i <= 31; i = i + 1)
          R[i] <= 32'b0;
    end
  always @(posedge clk) begin
    R[0] <= 32'b0;
    if (we)
      if (waddr!=0)
        R[waddr] <= win;
  end
endmodule
--- ./run.sh ---
#!/bin/bash
# OpenROAD 26Q1-2900-gdf79404cd8, Yosys 0.63+post, stock flow scripts
make -C /OpenROAD-flow-scripts/flow DESIGN_CONFIG=/design/flow/config.mk WORK_HOME=/design/flow/orfs finish
==> impl_metrics.toml <==
# implementation run metrics
[drt]
drc = 0
viasPerCell = 5.80
vias = 58500
first_pass_iters = 6
drt-wirelength-per-cell_um = 29.3
ant_nets = 0
drtIter0Drc = 6775
routed_wl_mm = 295

[global_routing]
grt_pass1_wl_mm = 412
gr-total-overflow = 0
track_usage_pct = 29.6
antenna_found_initial = 24
grt_max_degree = 136
grt_pass1_vias = 55000

[critical_path]
start_kind = "input port"
worstPathCellList = "clkdlybuf4s50_1 -> nor4_4 -> nor4_2 -> a211oi_4 -> buf_4 -> buf_4 -> buf_12 -> mux2i_1 -> a22oi_1 -> a2111oi_0 -> nand3_1 -> nor2_1 -> nand4_1 -> or4_1 -> buf_4 -> a31oi_1 -> clkdlybuf4s50_1"
slowest_delay_ns = 1.23
cp_common_cell = "buf_4"
cp_slowest_cell = "a2111oi_0"
end_kind = "output pin"
critPathKind = "input port to output pin"
arrival_ns = 17.15
crit_family = "buffers and inverters"
critPathMaxFanout = 104
crit_required_ns = 37.68
critPathBufInv = 6
regToRegSetupSlack_ns = 39.75

[power_and_ir_drop]
power.total_uw = 2760
p_per_area_nw_per_um2 = 39.5
p_leak_uw = 0.0246
vdd_drop_max_mv = 0.0311

[synthesis]
synthArstFlopShare_pct = 0
synth-main-ff-cell = "dfxtp_1"
synth.avg_cell_area_um2 = 8.18
area_leaders = "edfxtp_1, dfxtp_1, nand2_1, mux2i_1, a21oi_1"
synth_area_um2 = 59900
synthDistinctLibCells = 72
ys.flops = 1161
yosysMostFrequentCell = "nand2_1"
seq_area_frac_synth_pct = 47.3
edf_count = 512
top_cells_by_count = "nand2_1, dfxtp_1, a21oi_1, clkbuf_1, edfxtp_1"
top_area_cell = "edfxtp_1"
syn-instance-count = 7331
yosys_area_um2 = 59900
yosysWarningCount = 5
top_area_share_pct = 25.7
ys_cells = 7331

[floorplanning]
die_h_um = 449
pin_count = 228
coreArea_um2 = 198000
dieWidth_um = 449
chipArea_um2 = 202000
num_rows = 163
initCoreUtil_pct = 30.3

[finish]
fill_cells = 19700
fin_cells = 10100
area_delta_synth_final_pct = 16.5
drive_above_1_share_pct = 7.77

[sta]
finalCritPeriodShare_pct = 56.4
finalCriticalPeriod_ns = 26.57
tightest_slew_ns = 1.70
max_freq_mhz = 37.6
fin_setup_tns_ns = 0
hold_viol_final = 0
skew_ns = 0.0405
rsz0062_at_grt = "false"
setup_viol = 0
finalMaxSlewViolations = 2
slew_headroom_pct = -16.0

[run]
drv_cap = 1
warnings = 39

[clock_network]
root_buffer = "clkbuf_16"
h-tree-depth = 4
cts_made_buffers = 132
postCtsSetupRepairBufs = 0
postCtsResizedCells = 0
insertion_delay_ns = 0.82
clock_sinks = 1161
hold_buffers = 0
cts_buffer_depth = 3
cts_tree = "yes"
clk_pin_slew_worst_paths_ns = 0.05

[run_status]
violations = "capacitance limit, slew limit"
status = "finished, violations left"

[min_path]
hold_class = "flop to flop"

[placed_design]
io_buffers = 222
dpl.cell_count = 9794
place_congestion = 1.03
hpwl_mm = 179
==> stage by stage <==
step                      util [%]  hold slack (ns)  instance area, um2  setup slack [ns]
after floorplan                  -            0.436               60100             24.58
after global placement        33.1            0.442               65400             20.95
after detailed placement      33.1            0.447               65400             20.96
after CTS                     35.3            0.455               69700             20.96
after global routing          35.3            0.475               69800             20.53
final                         35.3            0.454               69800             20.53
==> state kept, by name, summed over array words and instances (netlist names) <==
name	cells
saved	1
registers.R	1024
saved_inst	32
idbus	103
reset_over	1
==> cells by family (layout without fill, tap and decap cells) <==
group | count (synthesis) | after routing | synth area share (%)
buf+inv | 709 | 741 | 4.78
xor+xnor | 45 | 45 | 0.658
compound gates | 1289 | 1289 | 13.5
mux | 340 | 340 | 5.76
other cells | 1 | 73 | 0.00626
simple gates | 3786 | 3786 | 28.0
flops | 1161 | 1161 | 47.3
==> cells in the final DEF, fill, tap and decap left out, types with 11 or more instances in the layout <==
master / n
inv_1: 14
a211oi_1: 46
a22oi_1: 46
xor2_1: 19
diode_2: 36
clkinv_1: 11
a32oi_1: 11
o21ai_0: 26
o22ai_1: 87
nand3_1: 381
nor2_1: 139
nor3_1: 21
a21oi_1: 648
nand2_1: 2396
a31oi_1: 121
o32ai_1: 11
a311oi_1: 197
and3_1: 173
dfxtp_1: 648
clkbuf_1: 36
o21ai_4: 16
clkbuf_8: 13
nor4_1: 32
clkdlybuf4s50_1: 221
mux2i_1: 328
conb_1: 37
nand2_2: 16
nor2_4: 30
buf_4: 255
and2_1: 499
xnor2_1: 26
clkinv_2: 24
edfxtp_1: 512
a2111oi_0: 15
nand4_1: 58
clkbuf_16: 140
==> cell type report <==
type | instances | area (um2) | share of cell area (%)
multi-input combinational | 5497 | 29500 | 42.2
sequential | 1161 | 28400 | 40.6
timing repair buffer | 481 | 4220 | 6.05
clock buffer | 189 | 3820 | 5.47
tap | 2640 | 3300 | 4.73
clock inverter | 56 | 514 | 0.736
antenna | 36 | 90.1 | 0.129
inverter | 15 | 56.3 | 0.0806
==> metal layers <==
layer  part of all wire (%)  global-route usage [%]  vias up  wire length, um
li1                       -                       -    25300                -
met1                     33                    33.7    27500            98600
met2                     41                    40.9     4437           121000
met3                     16                    17.6     1215            47700
met4                    9.1                    21.2       40            26700
met5                   0.18                   0.994        -              523
==> worst paths after layout <==
path / from / end / depth (start not counted)
setup reg to reg: saved / idbus[55] / 16
hold / removal: registers.R[21][22] / registers.R[21][22] / 2
setup / recovery: inst[28] / ctrbus[17] / 17
hold reg to reg: registers.R[21][22] / registers.R[21][22] / 2
==> report_power, final <==
| group | switching (uW) | internal (uW) |
|---|---|---|
| clock | 453 | 601 |
| combinational | 422 | 164 |
| sequential | 22.6 | 1100 |
| total | 898 | 1860 |
==> worst reg2reg max path, cell delays in order, from the launching register on <==
cell and delay [ns]:
dfxtp_2 0.57, buf_4 0.53, mux2i_1 0.82, a21o_1 0.34, o22ai_1 0.17, nand2_4 0.46, buf_4 0.69, buf_4 0.79
buf_4 0.56, buf_4 0.62, nand2_1 0.11, and3_1 0.20, a311oi_1 0.72, a31oi_1 0.08, a211oi_1 0.36, a21oi_1 0.15
nor2_1 0.15
