==> /design/flow/design.v <==
module alu_stage(clk, reset, idbus, exbus, ex_dst, ex_bypass);
  input clk, reset;
  input [105:0] idbus;
  output [73:0] exbus;
  output [4:0] ex_dst;
  output [32:0] ex_bypass;
  reg [32:0] ex_bypass;
  reg [73:0] exbus;
  reg [4:0] ex_dst;
  wire idbus_valid;
  wire [3:0] idbus_op;
  wire [4:0] idbus_dst;
  wire [31:0] idbus_r1;
  wire [31:0] idbus_r2;
  wire [31:0] idbus_imm;
  reg exbus_valid;
  reg [3:0] exbus_op;
  reg [4:0] exbus_dst;
  reg [31:0] exbus_res;
  reg [31:0] exbus_stval;
  assign idbus_valid = idbus[105];
  assign idbus_op = idbus[104:101];
  assign idbus_dst = idbus[100:96];
  assign idbus_r1 = idbus[95:64];
  assign idbus_r2 = idbus[63:32];
  assign idbus_imm = idbus[31:0];
  always @(*) begin
    if (idbus_valid)
      ex_dst <= idbus_dst;
    else
      ex_dst <= 0;
  end
  always @(*) begin
    exbus_valid <= 0;
    exbus_op <= 0;
    exbus_dst <= 0;
    exbus_res <= 32'h00000000;
    exbus_stval <= 32'h00000000;
    if (idbus_valid) begin
      exbus_valid <= 1'b1;
      exbus_op <= idbus_op;
      exbus_dst <= idbus_dst;
      case(idbus_op)
        4'b0001:begin
          exbus_res <= idbus_r1 + idbus_r2;
        end
        4'b0010:begin
          exbus_res <= idbus_r1 - idbus_r2;
        end
        4'b0011:begin
          exbus_res <= idbus_r1 * idbus_r2;
        end
        4'b0100:begin
          exbus_res <= idbus_r1 + idbus_imm;
        end
        4'b0101:begin
          exbus_res <= idbus_r1 - idbus_imm;
        end
        4'b0110:begin
          exbus_res <= idbus_r1 * idbus_imm;
        end
        4'b0111:begin
          exbus_res <= idbus_r1 << idbus_imm[3:0];
        end
        4'b1000:begin
          exbus_res <= idbus_r1 + idbus_imm;
        end
        4'b1001:begin
          exbus_res <= idbus_r2 + idbus_imm;
          exbus_stval <= idbus_r1;
        end
      endcase
    end
  end
  always @(posedge clk) begin
    if (reset)
      exbus <= 0;
    else begin
      exbus[73] <= exbus_valid;
      exbus[72:69] <= exbus_op;
      exbus[68:64] <= exbus_dst;
      exbus[63:32] <= exbus_res;
      exbus[31:0] <= exbus_stval;
      if ((exbus_op[3]==1'b0)) begin
        ex_bypass[31:0] <= exbus_res;
        ex_bypass[32] <= exbus_valid;
      end else begin 
        ex_bypass <= 0;
      end
    end
  end
endmodule
==> /design/flow/run.sh <==
#!/bin/bash
# OpenROAD 26Q1-2900-gdf79404cd8, Yosys 0.63+post, stock flow scripts
make -C /OpenROAD-flow-scripts/flow DESIGN_CONFIG=/design/flow/config.mk WORK_HOME=/design/flow/orfs finish
==> /design/flow/config.mk <==
export PLATFORM = sky130hd
export DESIGN_NAME = alu_stage
export DESIGN_NICKNAME = alu_stage
export VERILOG_FILES = /design/flow/design.v
export SDC_FILE = /design/flow/constraint.sdc
export NUM_CORES = 4
export LEC_CHECK = 1
export CORE_UTILIZATION = 50
==> /design/flow/constraint.sdc <==
current_design alu_stage

set clk_period 29.4
set clk_io_pct 0.2

create_clock -name clk0 -period $clk_period [get_ports {clk}]

set non_clock_inputs [all_inputs -no_clocks]
set_input_delay [expr $clk_period * $clk_io_pct] -clock clk0 $non_clock_inputs
set_output_delay [expr $clk_period * $clk_io_pct] -clock clk0 [all_outputs]
==> metrics.cfg <==
[clock_tree]
post_cts_resize_count=0
cts_tree=done
max-clock-path-buffers=2
htree_num_levels=3
worst_setup_hold_path_clk_slew_ns=0.11
cts_hold_buffers=0
post_cts.repair.setup_buffers=0
clock_tree.root_cell=sky130_fd_sc_hd__clkbuf_16
cts_made_buffers=9
cts_sinks=107

[floorplan]
core_utilization_before_placement_pct=50.46
design.die.area_um2=83880
die_width_um=289.6
core_um2=81980
dieHeight_um=289.6
pin_count=220
num_rows=105

[routing]
wirelength_met1_um=56170
viasPerCell=5.678
via_count=33470
detail_route.first_pass.iterations=5
drc=0
post_drt_wl_per_cell_um=23.79
met3_wirelength_um=16940
route.final.wire_length_um=140200
route.antenna.remaining_nets=0
detailed_route_iter0_violations=2266
wl_met2_um=63180
top_signal_layer_used=met4

[yosys]
synth_stat.cells=4771
yosysTopAreaCellShare_pct=39.59
count_of_distinct_cell_types_in_the_synthesized_netlist=82
synth_cell_count_leaders=sky130_fd_sc_hd__inv_1, sky130_fd_sc_hd__fa_1, sky130_fd_sc_hd__nand2_1, sky130_fd_sc_hd__and2_1, sky130_fd_sc_hd__ha_1
enable_flop_cells=33
async_flop_share_pct=0
yosysSeqAreaShare_pct=5.977
synth-seq-cells=107
postSynthAreaPerCell_um2=8.670
synthesis.instances=4771
syn-cell-area_um2=41360
most_common_cell=sky130_fd_sc_hd__inv_1
ys_chip_area_um2=41360
synthFlopType=sky130_fd_sc_hd__dfxtp_1
ys.warnings.count=1
yosysTopAreaCell=sky130_fd_sc_hd__fa_1
synth.area.top_cells=sky130_fd_sc_hd__fa_1, sky130_fd_sc_hd__ha_1, sky130_fd_sc_hd__and2_1

[timing]
max-slew-margin-rel_pct=39.72
hold_viol=0
period_used_pct=47.90
fmax_ghz=0.07101
setup_total_negative_slack_ns=0
report.final.setup_viol=0
slew_violations=0
final.hold.worst_slack_ns=6.081
worst_slew_pin_slew_ns=0.9042
final.min_clock_period_ns=14.08
rsz0062_at_grt=no

[final_layout]
layout.cell_area.non_filler_um2=44810
area.growth.synth_to_final_pct=8.334
instances_no_fill=5894
share_of_final_layout_standard_cells_stronger_than_drive_strength_1_pct=4.585

[place]
post-dp-hpwl_um=106900
routabilityCongestion=1.039
io_buffer_count=219
numPlacedInstances=5874
placed_cell_area_um2=44520

[global_routing]
grt-ovfl-total=0
first_global_vias=34760
grt_pass1_wl_um=215600
grt.total_usage_pct=37.29
antenna_found_initial=5
grt_start_max_net_pins=60

[min_path]
timing.hold.worst_endpoint=exbus[67]
hold_path.class=in2reg
min_path_cells=2
worst_hold_start=idbus[99]

[run_status]
status=complete, no violations

[worst_setup_path]
crit_type=in2reg
critical_path.startpoint_type=primary input
cp.required_ns=29.58
cp-end-kind=flop
worst-endpoint-arrival_ns=14.26
worst-path-max-fanout=32

[run]
tool_warnings=25
drv.max_cap_violation_count=0

-- final cells by class --
| type | count | area (µm²) |
|---|---|---|
| clock inverters | 5 | 45.04 |
| diodes | 4 | 10.01 |
| clock buffers | 11 | 232.7 |
| flip-flops and latches | 107 | 2472 |
| well taps | 1070 | 1339 |
| fillers | 7646 | 37170 |
| multi-input cells | 3498 | 34510 |
| inverters | 863 | 3239 |
| repair buffers | 336 | 2960 |
-- flip-flops by register name, summed over array words and instances (netlist names) --
name	flops
exbus	74
ex_bypass	33
-- routing by layer --
layer	vias up	global-route usage (%)
met1	16760	54.08
met4	0	8.141
met3	199	15.72
met2	1646	55.05
met5	-	0
li1	14860	-
-- critical path, stage by stage --
cell and delay [ns]:
sky130_fd_sc_hd__clkdlybuf4s50_1 0.46, sky130_fd_sc_hd__buf_4 0.44, sky130_fd_sc_hd__nand2_1 0.16, sky130_fd_sc_hd__fa_1 0.56, sky130_fd_sc_hd__inv_1 0.05, sky130_fd_sc_hd__fa_1 0.47, sky130_fd_sc_hd__inv_1 0.05, sky130_fd_sc_hd__fa_1 0.47
sky130_fd_sc_hd__fa_1 0.54, sky130_fd_sc_hd__inv_1 0.05, sky130_fd_sc_hd__fa_1 0.49, sky130_fd_sc_hd__fa_1 0.45, sky130_fd_sc_hd__fa_1 0.53, sky130_fd_sc_hd__fa_1 0.41, sky130_fd_sc_hd__ha_1 0.39, sky130_fd_sc_hd__a21oi_1 0.16
sky130_fd_sc_hd__o21ai_0 0.18, sky130_fd_sc_hd__or4_1 0.54, sky130_fd_sc_hd__o31ai_1 0.63, sky130_fd_sc_hd__o21ai_0 0.30, sky130_fd_sc_hd__a31oi_1 0.25, sky130_fd_sc_hd__xor2_1 0.26, sky130_fd_sc_hd__o221ai_1 0.16, sky130_fd_sc_hd__a211oi_1 0.27
sky130_fd_sc_hd__nor2_1 0.06
-- worst max path at each step --
| stage | startpoint | to | depth (start not counted) |
|---|---|---|---|
| after CTS | idbus[83] | ex_bypass[29] | 25 |
| after global routing | idbus[34] | ex_bypass[29] | 27 |
| final | idbus[83] | ex_bypass[29] | 25 |
-- kinds of logic (layout without fill, tap and decap cells) --
family | Yosys count | count (layout) | synth area share (%)
AND/OR/NAND/NOR | 1542 | 1542 | 18.71
flip-flops | 107 | 107 | 5.977
other | 0 | 4 | 0
XOR/XNOR | 205 | 205 | 4.407
AND-OR/OR-AND | 553 | 553 | 9.044
multiplexers | 71 | 71 | 2.314
adder cells (fa/ha/maj) | 1127 | 1127 | 48.94
buffers and inverters | 1166 | 1215 | 10.61
-- metrics by stage --
| step | util, % | setup slack (ns) |
|---|---|---|
| 2_1_floorplan | - | 15.94 |
| 3_3_place_gp | 54.31 | 15.03 |
| 3_5_place_dp | 54.31 | 14.93 |
| 4_1_cts | 54.65 | 15.39 |
| 5_1_grt | 54.65 | 14.97 |
| 6_report | 54.66 | 15.32 |
-- placed cells by master (no fill, tap or decap), drive strengths merged, types with 37 or more instances in the layout --
| master | count |
|---|---|
| nor3 | 42 |
| and2 | 552 |
| nor2 | 132 |
| a21oi | 113 |
| and3 | 50 |
| o21ai | 111 |
| inv | 864 |
| dfxtp | 74 |
| nand2 | 628 |
| a21o | 56 |
| clkdlybuf4s50 | 197 |
| a221oi | 37 |
| ha | 309 |
| buf | 139 |
| fa | 818 |
| xnor2 | 153 |
| xor2 | 50 |
